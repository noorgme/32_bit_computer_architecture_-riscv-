==> ./design.v <==
module datacontroller #(
    parameter   DATA_WIDTH = 32
) (
    input logic [DATA_WIDTH-1:0] memDataIn_i, 
    input logic [3:0][DATA_WIDTH/4-1:0] memDataOut_i, 
    input logic [2:0] dataMemControl_i,
    input logic [1:0] first_2_i,
    output logic [3:0][DATA_WIDTH/4-1:0] writeData_o,
    output logic [DATA_WIDTH-1:0] readData_o
);
    always_comb begin
        writeData_o = 0;
        readData_o = 0;
        case(dataMemControl_i)
            {3'b000}:
            begin
                readData_o = {{24{memDataOut_i[first_2_i][7]}},memDataOut_i[first_2_i]};  
                writeData_o = memDataOut_i; 
                writeData_o[first_2_i] = memDataIn_i[7:0];  
            end
            {3'b001}: 
            begin
                readData_o = {{16{memDataOut_i[{first_2_i[1],1'b0}+:2][15]}},memDataOut_i[{first_2_i[1],1'b0}+:2]};  
                writeData_o = memDataOut_i;
                writeData_o[{first_2_i[1],1'b0}+:2] = memDataIn_i[15:0];  
            end
            {3'b010}: 
            begin
                readData_o = memDataOut_i;  
                writeData_o = memDataIn_i;  
            end
            {3'b100}: readData_o = {{24{1'b0}},memDataOut_i[first_2_i]};  
            {3'b101}: readData_o = {{16{1'b0}},memDataOut_i[{first_2_i[1],1'b0}+:2]};  
            default: 
            begin
                writeData_o = 0;
                readData_o = 0;
            end
        endcase
    end
endmodule
==> ./run.sh <==
#!/bin/bash
# OpenROAD 26Q1-2900-gdf79404cd8, Yosys 0.63+post, stock flow scripts
make -C /OpenROAD-flow-scripts/flow DESIGN_CONFIG=/design/flow/config.mk WORK_HOME=/design/flow/orfs finish
==> ./config.mk <==
export PLATFORM = sky130hd
export DESIGN_NAME = datacontroller
export DESIGN_NICKNAME = datacontroller
export VERILOG_FILES = /design/flow/design.v
export SDC_FILE = /design/flow/constraint.sdc
export NUM_CORES = 4
export LEC_CHECK = 1
export CORE_AREA = 10 10 99 99
export DIE_AREA = 0 0 109 109
==> ./constraint.sdc <==
current_design datacontroller

set clk_period 8.7
set clk_io_pct 0.2

create_clock -name clk0 -period $clk_period

set non_clock_inputs [all_inputs -no_clocks]
set_input_delay [expr $clk_period * $clk_io_pct] -clock clk0 $non_clock_inputs
set_output_delay [expr $clk_period * $clk_io_pct] -clock clk0 [all_outputs]
==> run summary <==
Implementation numbers.

- The number of max-cap violations is 0.
- The number of vias after detailed routing is around 2300.
- The period utilization reads a little over four fifths.
- The slowest cell on the critical path is sky130_fd_sc_hd__clkdlybuf4s50_1.
- The number of port buffers reads ~130.
- The worst supply voltage drop on vdd reads between 0.01 and 0.015 mV.
- TritonRoute output was used to compute an average wire per cell of approximately 22 um.
- The design draws between 150 and 200 uW.
- The routability congestion estimate reads 0.936.
- Sorting the Yosys area breakdown by cell type puts at the top sky130_fd_sc_hd__a22oi_1.
- The maximum fanout encountered on the critical timing path reads 21.
- The synthesis-to-layout area growth reads 93.7%.
- The relative max-transition margin reads between 30 and 40%.
- The share of layout cells above drive strength 1 reads between 8 and 9%.
- The first-pass GRT wire length is 14.0 mm.
- The number of cells in the finished layout apart from fillers is 438.
- Across the whole layout, storage elements account for 0 um2.
- The area of the core reads 7730 um2.
- The power per cell area is between 50 and 60 nW/um2.
- The synth_stat.txt file lists the number of cells as 218.
- The number of sequential cells reported for the layout is 0.
- The number of hold buffers added after CTS was 0.
- The data required time reported for the critical path is 6960 ps.
- The nature of the critical path startpoint is an input pin.
- The post-synthesis instance area is around 1500 um2.
- Summed over all layers, the routed wires come to slightly below 10 mm.
- The final critical-path setup slack reads 1430 ps.
- In the final report, the number of pins over their slew limit comes to 0.
- The setup TNS is 0 ps.
- The DRC violation total left in the routed layout is recorded as 0.
- For the completed layout, the total cell area is recorded as around 2900 um2.
- The count of distinct cell types in the synthesized netlist reads 46.
- The maximum frequency from static timing analysis is between 0.1 and 0.15 GHz.
- The sequential share of the synthesized area reads 0%.
- From the final report, the count of setup violators was given as 0.
- The post-route antenna net violation count reads 0.
- The first-pass iteration count of the detailed router reads 6.
- The flow ran to the end, and the final reports show no timing, DRC or antenna violations.
- For reference, the critical path cell chain is clkdlybuf4s50_1 -> inv_1 -> ha_1 -> or3b_2 -> nor3_1 -> and2_1 -> a221o_1 -> clkdlybuf4s50_1.
- The starting utilization of the core area is a little under a fifth.
- The number of buffers added for setup after CTS reads 0.
- The dominant delay contributor by cell family on the critical path is buffers and inverters.
- Gates resized during post-CTS repair numbered 0.
- The post-route minimum period is a little over 7000 ps.
- The count of placed standard cells including taps is roughly 440.
- The number of antenna diodes is 0.
- The tightest hold path in the finished design has a slack of around 4500 ps.
- The chip area is ~12000 um2.
- The chip height is 109 um.
- The final-layout fill cell count reads about 800.
- The post-placement cell area is between 2000 and 3000 um2.
- The static power due to leakage reads around 1.1 nW.
- Global routing used ~15% of the available tracks across all layers.
- Timing analysis after detailed placement gives a worst setup slack of 1470 ps.
- The number of antenna violations at the first check in global routing is 0.
- The slew at the pin with the worst max-slew slack reads 1010 ps.
- According to the Yosys statistics, the synthesized design has a chip area of 1480 um2.
- The tightest min-delay check is of the input pin to output pin type.
- Hold-check failures listed in the final report amount to 0.
- The timing report shows the most common cell along the critical path to be sky130_fd_sc_hd__clkdlybuf4s50_1.
- The maximum number of pins on one net before global-route repair is 40.
- For the worst setup path, the data arrival time is between 5000 and 6000 ps.
- The warning count from the yosys run reads 1.
- The tally of clock buffers in the finished layout is 0.
- The average footprint of a synthesized cell reads 6.80 um2.
- STA classifies the critical path endpoint as an output pin.
- The number of DRC violations after detailed-routing iteration 0 is about 160.
- The horizontal die dimension reads about 110 um.
- Per the cell usage report, the commonest logic cell in the layout is sky130_fd_sc_hd__clkdlybuf4s50_1.
- The initialized floorplan defines 32 standard-cell rows.
- The via count of the first global-routing pass is roughly 2300.
- Setup repair after global routing left no endpoint under its margin.
- For reference, the top cells by area after synthesis are sky130_fd_sc_hd__a22oi_1 (11%), sky130_fd_sc_hd__a22o_1 (8.9%), sky130_fd_sc_hd__a21oi_1 (8.4%), sky130_fd_sc_hd__nand2_1 (7.9%), sky130_fd_sc_hd__a221o_1 (6.8%).
- The total tool warning count reads 36.
- The number of instances in the synthesized netlist is ~220.
- The total I/O pin count reads about 130.
- The final core utilization reads 37.1%.
- The script reports the combined buffer and inverter count of the critical path as 3.
- The estimated wirelength of the detail-placed design reads 7.84 mm.
- The sum of overflow across all layers after global routing reads 0.
- The via-per-instance ratio reads around 5.4.
- The fraction of synthesized cell area taken by the top area cell type reads around a tenth.
- The top cell types in the final layout, fill and taps aside, are sky130_fd_sc_hd__clkdlybuf4s50_1 (133), sky130_fd_sc_hd__nand2_1 (31), sky130_fd_sc_hd__a21oi_1 (25), sky130_fd_sc_hd__a22oi_1 (21), sky130_fd_sc_hd__a22o_1 (15).
- The critical setup path kind reads input pin to output pin.
- The maximum cell stage delay along the critical path is around 1000 ps.
## Yosys cell counts (all sizes together), types with 3 or more instances
cell,instances
inv,3
a21oi,26
and2,7
mux2,4
nand2,31
a22o,15
nor3,7
buf,9
a221o,16
ha,5
a21o,7
a22oi,21
nor2,11
o21ai,7
nor2b,4
or2,4
clkbuf,8
a31oi,3
o211ai,6
## layout make-up
class / instances / area [um2] / share of cell area [%]
inverter: 4 / 15.0 / 0.523
tap: 102 / 128 / 4.45
multi-input combinational: 197 / 1380 / 48.1
timing repair buffer: 135 / 1350 / 46.9
## power by group
| part | internal, mW | leakage (nW) | switching, mW |
|---|---|---|---|
| registers | 0 | 0 | 0 |
| clock network | 0 | 0 | 0 |
| logic | 0.0918 | 1.07 | 0.0604 |
## path summary, 6_finish.rpt
check             slack (ps)            from         endpoint  cells past startpoint
hold / removal          4460  memDataIn_i[8]  writeData_o[24]                      4
setup / recovery        1430    first_2_i[1]  writeData_o[15]                      8
## cell families after synthesis
| kind of cell | Yosys count | share of synthesized area [%] |
|---|---|---|
| mux | 7 | 5.91 |
| simple gates | 76 | 26.1 |
| fa+ha+maj | 5 | 4.22 |
| buf+inv | 21 | 6.84 |
| compound gates | 109 | 56.9 |
## metal layers
metal	up-vias	track usage (%)	share of wire, %
met3	9	4.18	11
met5	-	0	0
met2	131	25.7	49
met4	0	2.64	1.4
met1	1100	19.1	39
li1	1107	-	-
Power is estimated from default activity; no workload was simulated.
