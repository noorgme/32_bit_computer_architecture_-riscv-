==> design.v <==
module regfile #(
    parameter DATA_WIDTH = 32,ADR_WIDTH = 5
) (
    input logic clk_i,
    input logic we3_i,
    input logic [ADR_WIDTH-1:0]a1_i, a2_i , a3_i,
    input logic interrupt_i,
    input logic [DATA_WIDTH-1:0]wd3_i,
    output logic [DATA_WIDTH-1:0]rd1_o, rd2_o,
    output logic [DATA_WIDTH-1:0]a0_o
);
    logic [DATA_WIDTH-1:0] ramArray [2**ADR_WIDTH-1:0];
    initial ramArray[0] = 0;
    always_comb 
    begin
        if (a1_i == 'h4) rd1_o = {32{interrupt_i}};
        else rd1_o = ramArray[a1_i];
        if (a2_i == 'h4) rd2_o = {32{interrupt_i}};
        else rd2_o = ramArray[a2_i];
        a0_o = ramArray[10];
    end
    always_ff @(posedge clk_i) 
    begin
        if (we3_i && (a3_i != 'b0)) ramArray[a3_i] <= wd3_i;
    end
endmodule
==> run.sh <==
#!/bin/bash
# OpenROAD 26Q1-2900-gdf79404cd8, Yosys 0.63+post, stock flow scripts
make -C /OpenROAD-flow-scripts/flow DESIGN_CONFIG=/design/flow/config.mk WORK_HOME=/design/flow/orfs finish
==> config.mk <==
export PLATFORM = sky130hd
export DESIGN_NAME = regfile
export DESIGN_NICKNAME = regfile
export VERILOG_FILES = /design/flow/design.v
export SDC_FILE = /design/flow/constraint.sdc
export NUM_CORES = 4
export LEC_CHECK = 1
export CORE_UTILIZATION = 30
==> constraint.sdc <==
current_design regfile

set clk_period 13.7
set clk_io_pct 0.2

create_clock -name clk0 -period $clk_period [get_ports {clk_i}]

set non_clock_inputs [all_inputs -no_clocks]
set_input_delay [expr $clk_period * $clk_io_pct] -clock clk0 $non_clock_inputs
set_output_delay [expr $clk_period * $clk_io_pct] -clock clk0 [all_outputs]
==> results.toml <==
# physical design summary
[logic_synthesis]
edf_count = 1024
syn_inst = 2828
ys_cells = 2828
async_flop_share = 0
ys_top_cells_by_area = "edfxtp_1, mux4_2, mux2i_1"
synthTopCellsByCount = "edfxtp_1, mux2i_1, mux4_2, clkbuf_1, o221ai_1"
ys_area_mm2 = 0.0487
syn_area_mm2 = 0.0487
ys_seq_frac = 0.632
synth_area_per_cell_um2 = 17.2
yosys_warnings = 1
top_area_cell = "edfxtp_1"
top_cell = "edfxtp_1"
ys.flops = 1024
ff_type = "edfxtp_1"
yosys.area.top_type_share = 0.632
synth_cell_types = 43

[route]
drc_errors = 0
drt_iter0_markers = 1723
postRouteAntennaNets = 0
vias = 29000
drtPass1Iterations = 5
routed_wl_um = 159000
vias_per_cell = 5.51
wl_per_cell_um = 30.1

[final_timing]
relSlewSlack = 0.372
hold_violations = 0
finalSetupViolations = 0
period_used_share = 0.706
period_minus_slack_ns = 9.67
rsz0062_at_grt = "no"
whs_ns = 2.84
tns_ns = 0
fmax_mhz = 103
tightest_slew_ns = 0.940
fin_ws_ns = 4.03
slew_viol_final = 0

[cells_and_area]
drive_above_1_share = 0.245
largest_reg_flops = 1024
final_cells = 5276
top_regs = "ramArray: 1024 flops"
syn_to_final_growth_pct = 16.2
nFillCells = 14900
largest-register = "ramArray"

[clock_network]
cts.clk_slew.worst_paths_ns = 0.06
cts_setup_buffers = 0
htree_num_levels = 3
cts_resized = 0
cts_hold_repair.buffers = 0
numCtsBuffers = 106
clockBufferDepth = 3
cts.sink_count = 1024
root_buffer = "clkbuf_16"
cts_tree = "built"

[pwr]
power.density_mw_per_mm2 = 126
ir_worst_vdd_mv = 0.107
cellLeakagePower_nw = 18.6
total_power_w = 0.00714

[placed_design]
place_ws_ns = 4.17
place_congestion = 0.893
dpl.cell_count = 5075
dpl.hpwl_um = 95500
portBuffers = 145

[floorplanning]
core_area_mm2 = 0.161
fp_util = 0.303
num_rows = 147
fp.dieH_um = 405
ios = 146
dieWidth_um = 405
dieArea_mm2 = 0.164

[grt]
grt_max_degree = 76
grt_pass1_wl_um = 224000
grt_antenna_before_repair = 9
grt_pass1_vias = 31300
grt_use_total = 0.206
overflow = 0

[outcome]
status = "finished, final reports clean"

[critical_path]
arrival_ns = 6.93
worstSetupEndpointType = "primary output"
critPathLaunchType = "primary input"
crit_fanout = 51
crit_type = "in -> out"
required_ns = 10.96

[run]
openroad.warnings = 26
cap_violations = 0

[worst_hold_path]
hp-class = "in -> reg"
layout make-up:
type	count	area [um2]	share of cell area
antenna	1	2.50	0.0000442
clock buffer	125	2770	0.0489
clock inverter	75	773	0.0137
inverter	34	130	0.00230
multi-input combinational	1565	16800	0.298
sequential	1024	30700	0.544
tap	2160	2700	0.0478
timing repair buffer	292	2580	0.0457
critical path, stage by stage:
cell             delay [ns]
buf_8                  0.39
buf_4                  0.68
or3b_4                 0.65
o21bai_4               0.43
buf_4                  0.54
nor3_1                 0.15
a211oi_2               0.64
clkdlybuf4s50_1        0.60
per-layer routing:
layer  global-route usage  part of all wire  wire (um)
met3                0.161              0.17      27600
met5               0.0226            0.0029        463
met1                0.228              0.33      52700
met2                0.303              0.45      71600
met4               0.0668             0.041       6480
worst paths after layout:
check,to,start,depth (start not counted)
worst min-delay path,ramArray[27][13],wd3_i[13],2
worst max-delay path,rd2_o[16],a2_i[2],8
report_power, final:
group / switching (W) / leakage [nW] / internal, W
Sequential: 0.0000193 / 9.25 / 0.00349
Clock: 0.00123 / 1.72 / 0.00171
Combinational: 0.000405 / 7.61 / 0.000281
Total: 0.00166 / 18.6 / 0.00548
placed cells by master (no fill, tap or decap), drive strengths merged, types with 33 or more instances in the layout:
master and n:
mux2i 447, edfxtp 1024, nor2 38, nand3 33
inv 39, buf 157, nor3 61, nand2 67
mux4 257, clkbuf 125, mux2 64, a211oi 125
clkdlybuf4s50 135, o22ai 66, a21oi 34, o221ai 93
a2bb2oi 61, clkinv 47
metrics by stage:
step                instance area [um2]   util
global placement                  53000  0.330
global route                      56500  0.352
detailed placement                53000  0.330
floorplan                         48800      -
finish                            56600  0.352
CTS                               56500  0.352
cells by family after synthesis:
kind of cell	after synthesis	share of synthesized area
AND/OR/NAND/NOR	286	0.0297
multiplexers	768	0.226
AND-OR/OR-AND	479	0.0816
flip-flops	1024	0.632
buffers and inverters	270	0.0310
other	1	0.0000771
Power and IR drop assume default switching activity.
