<file path="config.mk">
export PLATFORM = sky130hd
export DESIGN_NAME = signextend
export DESIGN_NICKNAME = signextend
export VERILOG_FILES = /design/flow/design.v
export SDC_FILE = /design/flow/constraint.sdc
export NUM_CORES = 4
export LEC_CHECK = 1
export CORE_AREA = 10 10 70 70
export DIE_AREA = 0 0 80 80
</file>
<file path="constraint.sdc">
current_design signextend

set clk_period 4.8
set clk_io_pct 0.2

create_clock -name clk0 -period $clk_period

set non_clock_inputs [all_inputs -no_clocks]
set_input_delay [expr $clk_period * $clk_io_pct] -clock clk0 $non_clock_inputs
set_output_delay [expr $clk_period * $clk_io_pct] -clock clk0 [all_outputs]
</file>
<file path="design.v">
module signextend (
    input logic     [31:7]      toExtend_i,
    input logic     [2:0]       immSrc_i,
    output logic    [31:0]      immOp_o
);
always_comb
    case(immSrc_i)
        3'b000: begin
            immOp_o = {{20{toExtend_i[31]}}, toExtend_i[31:20]};  
        end
        3'b001: begin
            immOp_o = {{20{toExtend_i[31]}}, toExtend_i[31:25], toExtend_i[11:7]};  
        end
        3'b010: begin
            immOp_o = {{20{toExtend_i[31]}}, toExtend_i[7], toExtend_i[30:25], toExtend_i[11:8], 1'b0};  
        end
        3'b011: immOp_o = {{12{toExtend_i[31]}}, toExtend_i[19:12], toExtend_i[20], toExtend_i[30:21], 1'b0};  
        3'b100: immOp_o = {toExtend_i[31:12],12'b0};  
        default 
        begin
            immOp_o = 32'hDEADBEEF;  
        end
    endcase
endmodule
</file>
<file path="run.sh">
#!/bin/bash
# OpenROAD 26Q1-2900-gdf79404cd8, Yosys 0.63+post, stock flow scripts
make -C /OpenROAD-flow-scripts/flow DESIGN_CONFIG=/design/flow/config.mk WORK_HOME=/design/flow/orfs finish
</file>
==> results.toml <==
# generated from flow reports
[sta]
period_needed_ns = 3.86
hold_viol = 0
tns_ns = 0
clock.fmax_mhz = 259
setup_viol = 0
finalMaxSlewViolations = 0
fin_crit_sh_pct = 80.5
worst_slack_ns = 0.937
tightest_slew_ns = 0.606
maxSlewHeadroom_pct = 59.5
rsz0062_at_grt = "no"

[detailed_routing]
ant_nets = 0
via_per_inst = 4.45
drt-total-wl_mm = 2.75
num_antenna_cells = 0
dr.first_iter.drc_count = 107
wire_per_inst_um = 14.5
drt_pass1_iterations = 2
vias = 846
drc_errors = 0

[clock_network]
cts-resized-gates = 0
cts_hold_buf = 0
post_cts_buffers = 0

[placed_design]
dp_hpwl_mm = 2.29
pre_cts_ws_ns = 0.938
post_dp_cell_area_mm2 = 0.00121
port_buffers = 60
gp_congestion = 0.696

[layout]
regArea_um2 = 0
nClkBuffers = 0
lay_top_count = "clkdlybuf4s50_1"
lay_top_cells = "60 x clkdlybuf4s50_1, 18 x nor2_1, 8 x nor2b_1"
layout-drive-gt1-share_pct = 4.17
areaGrowthSynthToFinish_pct = 104
seq_cell_count = 0
design_area_mm2 = 0.00121

[global_route]
gr-total-overflow = 0
grt_util_met3_pct = 3.07
grt_busiest_layer = "met2"
gr-usage-met1_pct = 11.5
grt_max_degree = 23
grt_use_total_pct = 8.52
use_met2_pct = 13.5
grt_pass1_vias = 915
grt_pass1_wl_mm = 4.59
antenna_found_initial = 0

[pwr]
ir_worst_vdd_mv = 0.0248
p_per_area_mw_per_mm2 = 92.5
finalPower_uw = 112
leakagePower_nw = 0.473

[worst_setup_path]
crit_path_start = "immSrc_i[2]"
start_kind = "input port"
critical_path.max_fanout = 9
critPathArrivalTime_ns = 2.90
required_ns = 3.84
cp-end-kind = "output port"
crit_type = "in -> out"

[logic_synthesis]
seq_area_frac_synth_pct = 0
ys_warn_count = 1
syn-instance-count = 91
synth.cell_area_um2 = 591
avgSynthCellArea_um2 = 6.49
ys_cells = 91
yosys_area_um2 = 591
synth.distinct_cells = 23

[worst_hold_path]
min_from = "toExtend_i[28]"
hp-class = "in -> out"

[job]
max-cap-violations = 0
warnings = 32

[floorplan]
ios = 60
die_y_um = 80
die_area_mm2 = 0.00640
row_count = 21
core_area_mm2 = 0.00342
die_w_um = 80
fp_util_pct = 17.3

[status]
status = "complete, no violations"
==> area by class of cell <==
type                            count  area (um2)
Tap cell                           46        57.6
Inverter                            2        7.51
Multi-Input combinational cell     79         518
Fill cell                         358        2210
Timing Repair Buffer               63         623
==> routing by layer <==
layer | vias to the layer above | share of wire (%)
met2 | 29 | 45
met1 | 375 | 46
met4 | 0 | 0
met5 | - | 0
li1 | 442 | -
met3 | 0 | 9.6
==> worst max-delay path, stage by stage <==
cell,delay [ns]
clkdlybuf4s50_1,0.47
nor2b_1,0.51
nand2b_1,0.31
o21a_1,0.24
clkdlybuf4s50_1,0.41
==> where the power goes <==
group          internal [mW]  switching (mW)
combinational         0.0736          0.0379
sequential                 0               0
clock                      0               0
==> per-stage QoR <==
step | hold WS [ns] | utilization (%) | std cells
3_3_place_gp | 2.87 | 35.3 | 190
5_1_grt | 2.90 | 35.3 | 190
3_5_place_dp | 2.88 | 35.3 | 190
6_report | 2.87 | 35.3 | 190
4_1_cts | 2.88 | 35.3 | 190
2_1_floorplan | 1.96 | - | 91
==> path summary, 6_finish.rpt <==
| path | endpoint | depth (start not counted) |
|---|---|---|
| hold / removal | immOp_o[8] | 3 |
| setup / recovery | immOp_o[27] | 5 |
==> logic make-up after synthesis <==
group | Yosys count | share of synthesized area (%)
compound gates | 40 | 47.7
xor+xnor | 1 | 1.48
buf+inv | 12 | 12.3
mux | 5 | 8.47
simple gates | 33 | 30.1
==> Yosys cell counts <==
library cell,instances,area [um2]
or3_1,1,6.26
nor2_4,1,11.3
xor2_1,1,8.76
o22ai_1,2,12.5
buf_2,7,35.0
a21oi_1,7,35.0
nor2_1,18,67.6
inv_1,2,7.51
nor2b_1,8,50.1
or2_1,1,6.26
o21a_1,7,52.6
a221oi_1,3,26.3
nand2b_1,1,6.26
mux2i_1,5,50.1
nand2_1,1,3.75
buf_6,2,22.5
a21o_1,6,45.0
o31ai_1,6,45.0
a211oi_1,7,52.6
buf_4,1,7.51
a31oi_1,2,12.5
or2_2,1,6.26
nor2_8,1,20.0
Power and IR drop assume default switching activity.
